$ cat flow/design.v
module control ( 	input [4:0] op,
						output MemWrite,RegWrite,RegTar,Jr,J,Jal,ALUSrc,keyIn,MemtoReg,Branch, display,
						output[2:0]func);
assign MemWrite = op[3] && (!op[2]) && (!op[1]) && (!op[0]);
assign RegWrite = (!op[3]) || (op[2] && (!op[1]) && op[0]) || (op[2] && op[1] && (!op[0]));
assign RegTar   = !op[3];
assign Jr       = op[3] && (!op[2]) && op[1] && op[0];
assign J        = op[3] && op[2] && (!op[1]) && (! op[0]);
assign Jal      = op[3] && op[2] && (!op[1]) && op[0];
assign ALUSrc   = (op[3] && (!op[1]) && (!op[0])) || (op[2] && op[1]);
assign keyIn    = op[3] && op[2] && op[1] && !op[0];
assign MemtoReg = op[2] && op[1] && op[0];
assign Branch   = (op[3] && (!op[1]) && (op[0])) || (op[3] && (!op[2]) && op[1]);
assign func[2]  = op[2] && (!op[1]);
assign func[1]  = (!op[3]) && (!op[2]) && op[1];
assign func[0]  = ((!op[1]) && op[0])||(op[3] && op[1])||((!op[2]) && op[1] && op[0]);
assign display  = op[3] && op[2] && op[1] && op[0];
endmodule 
$ cat flow/run.sh
#!/bin/bash
# OpenROAD 26Q1-2900-gdf79404cd8, Yosys 0.63+post, stock flow scripts
make -C /OpenROAD-flow-scripts/flow DESIGN_CONFIG=/design/flow/config.mk WORK_HOME=/design/flow/orfs finish
$ cat flow/config.mk
export PLATFORM = sky130hd
export DESIGN_NAME = control
export DESIGN_NICKNAME = control
export VERILOG_FILES = /design/flow/design.v
export SDC_FILE = /design/flow/constraint.sdc
export NUM_CORES = 4
export LEC_CHECK = 1
export CORE_AREA = 10 10 70 70
export DIE_AREA = 0 0 80 80
$ cat flow/constraint.sdc
current_design control

set clk_period 1.2
set clk_io_pct 0.2

create_clock -name clk0 -period $clk_period

set non_clock_inputs [all_inputs -no_clocks]
set_input_delay [expr $clk_period * $clk_io_pct] -clock clk0 $non_clock_inputs
set_output_delay [expr $clk_period * $clk_io_pct] -clock clk0 [all_outputs]
==> results.cfg <==
; implementation run metrics
[global_routing]
antenna_found_initial = 0
grt_remaining_overflow = 0
track_usage_pct = 2.75
grt_pass1_wl_um = 1440
grt_pass1_vias = 274
grt_max_degree = 8

[layout]
drive_above_1_share_pct = 70.8
comb_area_um2 = 173
n_clock_buffer = 0
design_area_um2 = 473
regArea_um2 = 0
areaGrowthSynthToFinish_pct = 207
fillers = 395
ff_count = 0

[place]
preCtsSetupSlack_ps = -753
portBuffers = 18
dp_hpwl_um = 668
post_dp_cell_area_um2 = 407
gp_congestion = 0.690

[route]
dr.pass1.iters = 2
vias = 270
wl_um = 932
n_antenna_cell = 0
vias_per_cell = 2.87
drt_iter0_markers = 3
ant_nets = 0
drc_errors = 0
wl_per_cell_um = 9.91

[die]
io_pins = 19
rows = 21
dieArea_um2 = 6400
initCoreUtil_pct = 4.51
die-height_um = 80
fp.dieW_um = 80
core_um2 = 3420

[synthesis]
ys_area_um2 = 154
ys_seq_share_pct = 0
yosys-stat-cells = 21
top_area_share_pct = 16.3
syn_avg_cell_area_um2 = 7.33
top_cells_by_area = nor3b_2, buf_6, nand2_1
ys_types = 15
yosys.area.top_type = nor3b_2
ys.warnings.count = 0
syn-cell-area_um2 = 154
synth_cells = 21

[worst_setup_path]
crit_required_ps = 960
worst-endpoint-arrival_ps = 930
crit_family = buffers and inverters
endpoint_kind = output port
worst_path_max_delay_cell = a22o_4
path_cells = buf_4 -> buf_6 -> buf_4 -> a22o_4 -> clkbuf_2
critical_path.most_common_cell = buf_4
max_stage_delay_ps = 230
critPathBufInv = 4
crit_fanout = 4
crit_type = input pin to output port
worstSetupStartpointType = input pin

[power]
power.density_nw_per_um2 = 275
peakVddDrop_mv = 0.0757
leakage_nw = 0.245
power_w = 0.000130

[final_timing]
fmax_mhz = 853
setup_viol = 0
timing.final.max_slew_violations = 0
finalCriticalPeriod_ps = 1170
tightest_slew_ps = 155
timing.final.crit_share_pct = 97.7
max-slew-margin-rel_pct = 89.6
hold_viol = 0
rsz0062_at_grt = false
setup_slack_ps = 28.0

[job]
drv_cap = 0
warnings = 34

[status]
outcome = finished clean

[hold_path]
hold_class = input pin to output port
hold_depth = 4
worstHoldStart = op[3]
min_to = MemWrite
Yosys cell counts (all sizes together):
| cell type | count |
|---|---|
| o211a | 1 |
| nand2b | 1 |
| nand2 | 3 |
| and3 | 1 |
| nor2 | 2 |
| o31ai | 1 |
| nor3b | 3 |
| a22o | 1 |
| nor3 | 2 |
| buf | 2 |
| xor2 | 1 |
| and2b | 1 |
| a21o | 1 |
| inv | 1 |
layout make-up:
class	count	share of cell area, %
inverters	1	0.794
multi-input cells	18	36.5
well taps	46	12.2
repair buffers	29	50.5
report_power, final:
group	switching, W	internal (W)
Sequential	0	0
Combinational	0.0000511	0.0000791
Clock	0	0
Total	0.0000511	0.0000791
placed cells by master (no fill, tap or decap):
cell type / n
a21o_1: 1
a22o_4: 1
and2b_2: 1
and3_2: 1
buf_2: 3
buf_4: 8
buf_6: 7
clkbuf_2: 3
dlygate4sd2_1: 8
inv_2: 1
nand2_1: 1
nand2_2: 1
nand2_4: 1
nand2b_4: 1
nor2_1: 2
nor3_2: 2
nor3b_2: 3
o211a_1: 1
o31ai_2: 1
xor2_1: 1
per-stage QoR:
| step | TNS [ps] | hold slack [ps] | utilization (%) | cells |
|---|---|---|---|---|
| after floorplan | 0 | 494 | - | 21 |
| after detailed placement | -8870 | 1520 | 11.9 | 88 |
| after global routing | 0 | 804 | 13.8 | 94 |
| after CTS | -107 | 821 | 14.1 | 95 |
| final | 0 | 782 | 13.8 | 94 |
| after global placement | -8760 | 1520 | 11.9 | 88 |
worst max path at each step:
| stage | from | to | slack, ps | cells after the start |
|---|---|---|---|---|
| final | op[1] | func[0] | 30 | 5 |
| after CTS | op[1] | func[0] | -110 | 5 |
| after global routing | op[1] | ALUSrc | 5 | 5 |
layer usage:
layer / track usage, % / part of all wire (%)
met1: 3.89 / 53
met2: 3.93 / 31
met3: 1.25 / 16
met4: 0 / 0
met5: 0 / 0
repair_timing:
item                                    in CTS  in global routing
hold buffers                                 0                  0
cloned                                       1                  0
endpoints found under the setup margin      14                  7
pin swaps                                    3                  1
gates resized                               59                  7
setup buffers                                6                  0
logic make-up (layout without fill, tap and decap cells):
family / Yosys count / count (layout) / synth area share, %
AND/OR/NAND/NOR: 13 / 13 / 54.5
AND-OR/OR-AND: 4 / 4 / 22.8
buffers and inverters: 3 / 30 / 17.1
XOR/XNOR: 1 / 1 / 5.69
