### flow/run.sh
#!/bin/bash
# OpenROAD 26Q1-2900-gdf79404cd8, Yosys 0.63+post, stock flow scripts
make -C /OpenROAD-flow-scripts/flow DESIGN_CONFIG=/design/flow/config.mk WORK_HOME=/design/flow/orfs finish
### flow/config.mk
export PLATFORM = sky130hd
export DESIGN_NAME = InsCounter
export DESIGN_NICKNAME = InsCounter
export VERILOG_FILES = /design/flow/design.v
export SDC_FILE = /design/flow/constraint.sdc
export NUM_CORES = 4
export LEC_CHECK = 1
export CORE_UTILIZATION = 30
### flow/constraint.sdc
current_design InsCounter

set clk_period 5.2
set clk_io_pct 0.2

create_clock -name clk0 -period $clk_period [get_ports {clock}]

set non_clock_inputs [all_inputs -no_clocks]
set_input_delay [expr $clk_period * $clk_io_pct] -clock clk0 $non_clock_inputs
set_output_delay [expr $clk_period * $clk_io_pct] -clock clk0 [all_outputs]
### flow/design.v
module InsCounter(switchMode,clock,reset,disp7,disp6,disp5,disp4);
input switchMode;
input clock;
input reset;
output [6:0] disp7;
output [6:0] disp6;
output [6:0] disp5;
output [6:0] disp4;
integer low4;
integer low5;
integer low6;
integer low7;
reg [35:0] counter;
wire [15:0] divider;
assign divider=counter[35:20];
always@(posedge clock)
begin
	if(reset)
	begin
		counter <=36'd0;
	end
	else
	begin
	counter <= counter +36'd1;
	low4=divider[3:0];
	low5=divider[7:4];
	low6=divider[11:8];
	low7=divider[15:12];
	end
end
assign disp7=switchMode?((low7==4'h0)?7'b1000000:
             (low7==4'h1)?7'b1111001:
             (low7==4'h2)?7'b0100100:
             (low7==4'h3)?7'b0110000:
             (low7==4'h4)?7'b0011001:
             (low7==4'h5)?7'b0010010:
             (low7==4'h6)?7'b0000010:
             (low7==4'h7)?7'b1111000:
             (low7==4'h8)?7'b0000000:
             (low7==4'h9)?7'b0010000:
				 (low7==4'hA)?7'b0001000:
	          (low7==4'hB)?7'b0000011:
       	    (low7==4'hC)?7'b1000110:
	          (low7==4'hD)?7'b0100001:
	          (low7==4'hE)?7'b0000110:
	          (low7==4'hF)?7'b0001110:7'b0):7'b1111111;
assign disp6=switchMode?((low6==4'h0)?7'b1000000:
             (low6==4'h1)?7'b1111001:
             (low6==4'h2)?7'b0100100:
             (low6==4'h3)?7'b0110000:
             (low6==4'h4)?7'b0011001:
             (low6==4'h5)?7'b0010010:
             (low6==4'h6)?7'b0000010:
             (low6==4'h7)?7'b1111000:
             (low6==4'h8)?7'b0000000:
             (low6==4'h9)?7'b0010000:
				 (low6==4'hA)?7'b0001000:
	          (low6==4'hB)?7'b0000011:
       	    (low6==4'hC)?7'b1000110:
	          (low6==4'hD)?7'b0100001:
	          (low6==4'hE)?7'b0000110:
	          (low6==4'hF)?7'b0001110:7'b0):7'b1111111;
assign disp5=switchMode?((low5==4'h0)?7'b1000000:
             (low5==4'h1)?7'b1111001:
             (low5==4'h2)?7'b0100100:
             (low5==4'h3)?7'b0110000:
             (low5==4'h4)?7'b0011001:
             (low5==4'h5)?7'b0010010:
             (low5==4'h6)?7'b0000010:
             (low5==4'h7)?7'b1111000:
             (low5==4'h8)?7'b0000000:
             (low5==4'h9)?7'b0010000:
				 (low5==4'hA)?7'b0001000:
	          (low5==4'hB)?7'b0000011:
       	    (low5==4'hC)?7'b1000110:
	          (low5==4'hD)?7'b0100001:
	          (low5==4'hE)?7'b0000110:
	          (low5==4'hF)?7'b0001110:7'b0):7'b1111111;
assign disp4=switchMode?((low4==4'h0)?7'b1000000:
             (low4==4'h1)?7'b1111001:
             (low4==4'h2)?7'b0100100:
             (low4==4'h3)?7'b0110000:
             (low4==4'h4)?7'b0011001:
             (low4==4'h5)?7'b0010010:
             (low4==4'h6)?7'b0000010:
             (low4==4'h7)?7'b1111000:
             (low4==4'h8)?7'b0000000:
             (low4==4'h9)?7'b0010000:
				 (low4==4'hA)?7'b0001000:
	          (low4==4'hB)?7'b0000011:
       	    (low4==4'hC)?7'b1000110:
	          (low4==4'hD)?7'b0100001:
	          (low4==4'hE)?7'b0000110:
	          (low4==4'hF)?7'b0001110:7'b0):7'b1111111;
endmodule
==> metrics.csv <==
metric,value,unit
status,finished clean,
top_cells_by_area,"dfxtp_1, edfxtp_1, nor2_1",
synth_area,2878,µm²
cts_buffers,5,
finClkSkew,0.006621,ns
antenna_left,0,
nFillCells,944,
crit_type,input port to primary output,
flop_cell,dfxtp_1,
ioPinCount,31,
p_per_area,216.0,nW/µm²
drt_iter0_markers,90,
htree_levels,2,
rsz0062_at_grt,no,
yosysWarningCount,1,
period_needed,3.421,ns
instances_no_fill,500,
grtUsageMet3,1.416,%
async_reset_ff_share,0,%
post_cts_buffers,0,
peakVddDrop,0.08903,mV
yosys_area,2878,µm²
slew_violations,0,
tritoncts,built,
path_cells,clkdlybuf4s50_1 > buf_4 > o21a_1 > o21ai_1 > clkdlybuf4s50_1,
slew_headroom,55.16,%
viasPerCell,4.758,
holdBufCountCts,0,
synth-seq-cells,52,
grt_max_degree,29,
die_w,99.94,µm
setup_viol,0,
grt_use_met2,17.24,%
dpl.hpwl,3630,µm
grt_usage,10.76,%
fp-utilization,31.00,%
top_area_cell,dfxtp_1,
period_used_share,65.80,%
top_area_share,25.04,%
netlist-cell-type-count,39,
edf_count,16,
chipHeight,99.94,µm
grt_util_met1,16.38,%
cts_max_path_buffers,2,
syn_to_final_growth,17.17,%
grt-busiest-layer,met2,
port_buffers,30,
core,9284,µm²
overflow,0,
arrival,2.38,ns
clk_pin_slew_worst_paths,0.09,ns
num_antenna_cells,0,
power_leakage,1.077,nW
r2r_setup_slack,3.12,ns
worst_path_most_repeated_cell,clkdlybuf4s50_1,
first_pass_iters,4,
ys_seq_share,41.74,%
drt-total-wl,5111,µm
drive_gt1_share,4.582,%
synth.top_cells.by_count,"nor2_1, nand2_1, dfxtp_1",
synthCells,350,
hold_viol_final,0,
grt_pass1_wl,8921,µm
drv_cap,0,
start_kind,input port,
cts-root-buf,clkbuf_8,
route.vias.total,2379,
yosys_cells,350,
drc,0,
tightestPinTransition,0.6665,ns
antenna_found_initial,0,
avgSynthCellArea,8.222,µm²
path_max_fanout,28,
cts_resized,0,
timing.fmax,0.2923,GHz
cpMaxStageDelayCell,clkdlybuf4s50_1,
end_kind,primary output,
crit_required,4.16,ns
worstSkewPairLatency,0.30,ns
num_rows,35,
setup_tns,0,ns
yosysMostFrequentCell,nor2_1,
cts_num_sinks,52,
slowest_delay,0.46,ns
wl_per_cell,10.22,µm
tool_warnings,25,
die_area,9988,µm²
hold_path_class,flop to flop,
place_congestion,0.8023,
grt_pass1_vias,2028,
dp_cells,492,
registers in the layout, summed over array words and instances (netlist names):
register,flops
low4,4
low5,4
counter,36
low6,4
low7,4
layer usage:
layer | vias to the layer above | part of all wire (%)
met1 | 1072 | 52
met4 | 0 | 1.4
met2 | 36 | 44
met5 | - | 0
li1 | 1263 | -
met3 | 8 | 3.0
cell type report:
type / count / area, µm² / share of cell area (%)
Tap cell: 129 / 161.4 / 4.787
Multi-Input combinational cell: 269 / 1568 / 46.49
Sequential cell: 52 / 1201 / 35.62
Clock inverter: 2 / 16.27 / 0.4824
Timing Repair Buffer: 32 / 315.3 / 9.351
Inverter: 10 / 37.54 / 1.113
Clock buffer: 6 / 72.57 / 2.152
report_power, final:
group / switching [W] / internal (W)
combinational: 0.0000264 / 0.0000401
clock: 0.000130 / 0.0000959
sequential: 0.0000126 / 0.000423
critical path: cells and delay by family:
family / cells / cell delay [ns]
AND-OR/OR-AND: 2 / 0.21
buffers and inverters: 3 / 1.12
final timing paths:
path                                        startpoint                      to  cells past startpoint
worst max register to register  counter[13]$_SDFF_PP0_  counter[35]$_SDFF_PP0_                      5
worst max-delay path                        switchMode                disp6[1]                      5
worst min register to register  counter[35]$_SDFF_PP0_       low7[3]$_DFFE_PN_                      0
worst min-delay path            counter[35]$_SDFF_PP0_       low7[3]$_DFFE_PN_                      0
kinds of logic (layout without fill, tap and decap cells):
family	Yosys count	in the layout	synth area share [%]
compound gates	60	60	12.87
xor+xnor	33	33	10.04
fa+ha+maj	2	2	0.7826
buf+inv	29	50	3.783
flops	52	52	41.74
mux	1	1	0.3913
simple gates	173	173	30.39
through the flow:
| stage | utilization [%] | total power (W) | setup WS, ns | hold slack (ns) | instance area [µm²] |
|---|---|---|---|---|---|
| after floorplan | - | 0.0004774 | 2.502 | 0.4231 | 2878 |
| after global placement | 35.36 | 0.0005124 | 1.784 | 0.4333 | 3283 |
| after detailed placement | 35.36 | 0.0005127 | 1.788 | 0.4419 | 3283 |
| after CTS | 36.32 | 0.0007390 | 1.770 | 0.4653 | 3372 |
| after global routing | 36.32 | 0.0007646 | 1.695 | 0.4725 | 3372 |
| final | 36.32 | 0.0007282 | 1.779 | 0.4602 | 3372 |
cell usage in the layout, fill, tap and decap left out, types with 3 or more instances in the layout:
cell              n
and4_1            3
nor2b_1           5
a21oi_1          14
and2_1            6
xor2_1           20
o211ai_1         17
nand4_1          14
clkbuf_8          5
o21ai_0          10
nor3_1            6
dfxtp_1          36
nand2b_1          7
nor2_1           54
o21ai_1          10
clkdlybuf4s50_1  30
nand2_1          43
nand3b_1          5
inv_1            10
nand3_1          14
edfxtp_1         16
o221ai_1          4
xnor2_1          13
nor4_2            5
Power figures rest on the tool's default switching activity, not on a simulated workload.
