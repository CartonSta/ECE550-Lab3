<file path="/design/flow/run.sh">
#!/bin/bash
# OpenROAD 26Q1-2900-gdf79404cd8, Yosys 0.63+post, stock flow scripts
make -C /OpenROAD-flow-scripts/flow DESIGN_CONFIG=/design/flow/config.mk WORK_HOME=/design/flow/orfs finish
</file>
<file path="/design/flow/config.mk">
export PLATFORM = sky130hd
export DESIGN_NAME = displayPC
export DESIGN_NICKNAME = displayPC
export VERILOG_FILES = /design/flow/design.v
export SDC_FILE = /design/flow/constraint.sdc
export NUM_CORES = 4
export LEC_CHECK = 1
export CORE_AREA = 10 10 82 82
export DIE_AREA = 0 0 92 92
</file>
<file path="/design/flow/constraint.sdc">
current_design displayPC

set clk_period 1.7
set clk_io_pct 0.2

create_clock -name clk0 -period $clk_period

set non_clock_inputs [all_inputs -no_clocks]
set_input_delay [expr $clk_period * $clk_io_pct] -clock clk0 $non_clock_inputs
set_output_delay [expr $clk_period * $clk_io_pct] -clock clk0 [all_outputs]
</file>
<file path="/design/flow/design.v">
module displayPC(inputData,switchMode,disp3,disp2,disp1,disp0);
input [11:0] inputData;
input switchMode;
output  [6:0] disp3;
output  [6:0] disp2;
output  [6:0] disp1;
output  [6:0] disp0;
integer low0;
integer low1;
integer low2;
integer low3;
always@(*)
begin
low0=inputData[3:0];
low1=inputData[7:4];
low2=inputData[11:8];
low3=4'b0000;
end
	assign disp3=switchMode?7'b1000000:7'b1111111;
	assign disp2=switchMode?((low2==4'h0)?7'b1000000:
             (low2==4'h1)?7'b1111001:
             (low2==4'h2)?7'b0100100:
             (low2==4'h3)?7'b0110000:
             (low2==4'h4)?7'b0011001:
             (low2==4'h5)?7'b0010010:
             (low2==4'h6)?7'b0000010:
             (low2==4'h7)?7'b1111000:
             (low2==4'h8)?7'b0000000:
             (low2==4'h9)?7'b0010000:
				 (low2==4'hA)?7'b0001000:
	          (low2==4'hB)?7'b0000011:
       	    (low2==4'hC)?7'b1000110:
	          (low2==4'hD)?7'b0100001:
	          (low2==4'hE)?7'b0000110:
	          (low2==4'hF)?7'b0001110:7'b0):7'b1111111;
		assign disp1=switchMode?((low1==4'h0)?7'b1000000:
             (low1==4'h1)?7'b1111001:
             (low1==4'h2)?7'b0100100:
             (low1==4'h3)?7'b0110000:
             (low1==4'h4)?7'b0011001:
             (low1==4'h5)?7'b0010010:
             (low1==4'h6)?7'b0000010:
             (low1==4'h7)?7'b1111000:
             (low1==4'h8)?7'b0000000:
             (low1==4'h9)?7'b0010000:
	          (low1==4'hA)?7'b0001000:
	          (low1==4'hB)?7'b0000011:
       	    (low1==4'hC)?7'b1000110:
	          (low1==4'hD)?7'b0100001:
	          (low1==4'hE)?7'b0000110:
	          (low1==4'hF)?7'b0001110:7'b0):7'b1111111;
		assign disp0=switchMode?((low0==4'h0)?7'b1000000:
             (low0==4'h1)?7'b1111001:
             (low0==4'h2)?7'b0100100:
             (low0==4'h3)?7'b0110000:
             (low0==4'h4)?7'b0011001:
             (low0==4'h5)?7'b0010010:
             (low0==4'h6)?7'b0000010:
             (low0==4'h7)?7'b1111000:
             (low0==4'h8)?7'b0000000:
             (low0==4'h9)?7'b0010000:
				 (low0==4'hA)?7'b0001000:
	          (low0==4'hB)?7'b0000011:
       	    (low0==4'hC)?7'b1000110:
	          (low0==4'hD)?7'b0100001:
	          (low0==4'hE)?7'b0000110:
	          (low0==4'hF)?7'b0001110:7'b0):7'b1111111;
endmodule
</file>
==> reports/results.txt <==
Core Box Area: 0.00507 mm²
Synth Cell Area: 732 µm²
WP data required: 1360 ps
Commonest cells post-synth: nand2_1 (10), buf_2 (9), buf_4 (9), o21ai_0 (9)
GRT Residual Overflow: 0
Area grow syn2layout: 105%
GP Congestion: 0.857
Initial antenna violation count: 0
Post-DP HPWL: 2150 µm
Dominant cell type by area after synthesis: buf_4
Crit path time final: 1640 ps
Tool warnings: 32
Number of remaining DRC errors: 0
Ys cells: 112
Most common cell in the netlist: nand2_1
Max rail drop VDD: 0.0821 mV
Hold path cells: 3
Cell area power density: 238 mW/mm²
Top non-seq family: AND-OR/OR-AND gates
Hold Startpoint: inputData[0]
WL per Instance: 12.1 µm
Slew Limit Fails: 0
Drt initial violations: 47
Max-cap violations: 0
Worst path cell trace: buf_6, nor2b_2, buf_4, a31oi_4, o311ai_2, dlygate4sd2_1
Crit. Startpoint: inputData[9]
Avg Vias per Cell: 4.19
Hold Crit Class: input pin to primary output
Outcome: complete, no violations
Cell variety after synth: 45
Seq share, synth: 0
Critical path class: input pin to primary output
WL final: 2950 µm
DRT Pass-1 Iters: 4
Die Area: 0.00846 mm²
Slowest cell delay on critical path: 260 ps
Layout cells sized above 1: 0.474
Overall Global Routing Usage: 0.0702
Layout Cells excl Fill: 245
P_leak: 0.619 nW
Highest-delay cell along the critical path: dlygate4sd2_1
First-pass GRT wire length: 5290 µm
Final Hold Violating Endpoints: 0
Setup violators final: 0
Crit Path Max Fanout: 11
Top cell area share: 0.0923
Element type at the critical path end: primary output
Tcrit/Tclk final: 0.965
Clock buffers: 0
Fmax: 610 MHz
Crit start category: input pin
Rows: 26
Complex Gates by Area: 0.429
RSZ-0062 raised after global routing: no
XOR Share, Synth: 0.0359
Crit path arrival time: 1300 ps
Pin count of the biggest net entering global routing: 14
Yosys stat area: 732 µm²
Post-route cell area: 0.00150 mm²
Adders+Majority by Area: 0.0154
Hold endpoint: disp0[0]
I/O pin cnt: 41
Post-detailed-placement cell area: 0.00136 mm²
Vias in the first global route: 1,059
FP Core Util: 0.144
Flop count: 0
Dpl cells: 236
Yosys warnings: 1
DR vias: 1,026
Syn_area_per_cell: 6.54 µm²
Yosys simple share: 0.292
Final antenna-violating net count: 0
Mux frac, synth: 0.0137
Antenna Cells: 0
Die Ht: 92 µm
I/O Buffers: 40
Post-Syn Instances: 112
FF/Latch Area: 0 µm²
Tot Pwr: 0.000357 W
Top cells by area: buf_4 (9.2%), a221o_1 (6.8%), buf_2 (6.2%), o21ai_0 (6.2%), nand2_1 (5.1%)
Horiz. Die Dim: 92 µm
Hold_buf cts: 0
[placed cells by master (no fill, tap or decap), types with 2 or more instances in the layout]
master,instances
a2111oi_4,2
nor2_1,3
buf_12,2
buf_6,8
dlygate4sd2_1,12
clkdlybuf4s50_1,6
buf_4,40
clkdlybuf4s15_1,3
o21a_1,2
o221ai_1,4
o21ai_1,5
o211ai_1,2
nor2_4,3
nand2b_1,2
xnor2_1,2
nor3b_2,4
a21oi_1,5
o31a_1,2
buf_2,8
and3b_1,2
nand2_1,10
nand3_1,2
a221o_1,5
nor2b_2,2
o21ai_0,5
a41oi_1,2
inv_1,3
a21boi_1,2
a311o_1,2
clkbuf_2,3
[worst max-delay path: cells and delay by family]
family / cells / cell delay (ps)
AND/OR/NAND/NOR: 1 / 160
buffers and inverters: 3 / 510
AND-OR/OR-AND: 2 / 280
[where the power goes]
part           switching, W  internal [W]  total [W]  leakage (nW)
sequential                0             0          0             0
clock                     0             0          0             0
combinational      0.000150      0.000207   0.000357         0.619
[metrics by stage]
step	TNS (ps)	setup slack [ps]	hold WS (ps)	utilization
detailed placement	-14980	-697	1800	0.268
floorplan	0	331	727	-
global placement	-15100	-694	1800	0.268
CTS	0	0.0884	1170	0.296
global route	0	10.4	1100	0.295
finish	0	59.8	1060	0.295
[final cells by class]
cell class                 count  area, µm²
multi-input combinational     86        693
inverter                       6       30.0
tap                           70       87.6
fill                         554       3580
timing repair buffer          83        688
[how the worst max path moves through the flow]
stage | end | cells past startpoint
6_report | disp2[6] | 6
5_1_grt | disp1[2] | 6
4_1_cts | disp2[2] | 5
[routing by layer]
metal	vias up	part of all wire	wire length, µm	global-route usage
met3	0	0.034	100	0.00659
met4	0	0	0	0
met1	461	0.50	1490	0.103
li1	542	-	-	-
met2	23	0.46	1360	0.116
met5	-	0	0	0
[timing repair]
action / in CTS / in global routing
gates resized: 111 / 25
endpoints found under the setup margin: 27 / 13
pin swaps: 8 / 4
setup buffers: 11 / 0
[kinds of logic after synthesis]
group / after synthesis
adder cells (fa/ha/maj): 1
other: 1
AND-OR/OR-AND: 42
multiplexers: 1
XOR/XNOR: 3
buffers and inverters: 26
AND/OR/NAND/NOR: 38
Power is estimated from default activity; no workload was simulated.
